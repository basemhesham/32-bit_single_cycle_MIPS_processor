### ./design.v
module ALU #(parameter ALUResult_WIDTH = 32 ,
                       ALUIN_WIDTH   = 32 ,
					             ALUControl_WIDTH = 3  
	        )
(
input          [ALUIN_WIDTH - 1 : 0]         SrcA , SrcB , 
input          [ALUControl_WIDTH - 1 : 0]    ALUControl ,
output reg     [ALUResult_WIDTH - 1 : 0]     ALUResult ,
output reg                                   Zero_flag 
) ;
always @*
begin
 ALUResult = 32'b0 ;
 case (ALUControl)
 3'b000 : ALUResult = SrcA & SrcB ;
 3'b001 : ALUResult = SrcA | SrcB ;
 3'b010 : ALUResult = SrcA + SrcB ;
 3'b100 : ALUResult = SrcA - SrcB ;
 3'b101 : ALUResult = SrcA * SrcB ;
 3'b110 : begin 
           if(SrcA < SrcB)
             ALUResult = 32'b1 ; 
		   else
		     ALUResult = 32'b0 ; 
		  end
default : ALUResult = 32'b0 ;
 endcase
end
always @* begin
 Zero_flag = (ALUResult == 32'b0);
end 
endmodule
module Adder #(parameter ADDER_WIDTH = 32)
(
input  [ADDER_WIDTH - 1 : 0] IN_1 , IN_2 ,
output [ADDER_WIDTH - 1 : 0] OUT  
);
assign OUT = IN_1 + IN_2 ;
endmodule
module Control_Unit #(parameter OpCode_WIDTH = 6 ,Funct_Width = 6 , ALUControl_WIDTH = 3 , ALUOp_WIDTH = 2)
(
 input       [OpCode_WIDTH - 1 : 0]         OpCode ,
 input       [Funct_Width  - 1 : 0]          Funct ,
 input                                       Zero_flag ,
 output  reg                                 MemtoReg ,
 output  reg                                 MemWrite ,
 output  reg                                 PCSrc ,
 output  reg [ALUControl_WIDTH - 1 : 0]      ALUControl ,
 output  reg                                 ALUSrc ,
 output  reg                                 RegDst ,
 output  reg                                 RegWrite  ,
 output  reg                                 Jump
); 
  reg [ALUOp_WIDTH - 1 : 0] ALUOp ;
  reg Branch ;
  always @*
  begin
    Jump     = 1'b0 ;
    ALUOp    = 2'b00 ;
    MemWrite = 1'b0 ;
    RegWrite = 1'b0 ;
    RegDst   = 1'b0 ;
    ALUSrc   = 1'b0 ;
    MemtoReg = 1'b0 ;
    Branch   = 1'b0 ;
    case (OpCode) 
      6'b10_0011 : begin      
        RegWrite = 1'b1 ;
        ALUSrc   = 1'b1 ;
        MemtoReg = 1'b1 ;
      end
      6'b10_1011 : begin    
        MemWrite = 1'b1 ;
        ALUSrc   = 1'b1 ;
        MemtoReg = 1'b1 ;
      end
      6'b00_0000 : begin    
        ALUOp    = 2'b10 ;
        RegWrite = 1'b1 ;
        RegDst   = 1'b1 ;
      end
      6'b00_1000 : begin    
        RegWrite = 1'b1 ;
        ALUSrc   = 1'b1 ;
      end
      6'b00_0100 : begin      
        ALUOp  = 2'b01 ;
        Branch = 1'b1 ;
      end
      6'b00_0010 : begin      
        Jump     = 1'b1 ;
      end
      default : begin    
        Jump     = 1'b0 ;
        ALUOp    = 2'b00 ;
        MemWrite = 1'b0 ;
        RegWrite = 1'b0 ;
        RegDst   = 1'b0 ;
        ALUSrc   = 1'b0 ;
        MemtoReg = 1'b0 ;
        Branch   = 1'b0 ;
      end
    endcase 
  end
  always @*
  begin
    case(ALUOp)
      2'b00 : ALUControl = 3'b010 ;
      2'b01 : ALUControl = 3'b100 ;
      2'b10 : begin 
        case (Funct)
          6'b10_0000 : ALUControl = 3'b010;
          6'b10_0010 : ALUControl = 3'b100;
          6'b10_1010 : ALUControl = 3'b110;
          6'b01_1100 : ALUControl = 3'b101; 
          default :    ALUControl = 3'b010;
        endcase 
      end
      default: ALUControl = 3'b010;
    endcase
  end
always @* begin
 PCSrc = Branch & Zero_flag ;
end
endmodule
module Data_Memory #(parameter DataMemory_WIDTH = 32 , DataMemory_DEPTH = 256 )
(
input                                       CLK,RST,
input                                        WE ,
input      [ DataMemory_WIDTH - 1 : 0 ]      A ,
input      [ DataMemory_WIDTH - 1 : 0 ]      WD ,
output reg [ DataMemory_WIDTH - 1 : 0 ]      RD , 
output reg [(DataMemory_WIDTH/2) - 1 : 0]    test_value
);
reg [DataMemory_WIDTH - 1 : 0] Data_mem [DataMemory_DEPTH - 1  : 0] ;
integer I ;
 always @(posedge CLK or negedge RST )
 begin
  if(!RST)   
    begin
      for (I = 0 ; I < DataMemory_DEPTH ; I = I +1)
        begin
          Data_mem[I] <= {DataMemory_WIDTH{1'b0}}; 
        end
     end
 else if (WE)
     Data_mem [A] <= WD ;
 end
 always @*
  begin
   RD = Data_mem [A] ;
   test_value = Data_mem[32'b0] ;
 end
endmodule
module Data_Path 
   #(parameter MIPS_SIZE = 32 , 
			   ALUControl_WIDTH = 3 ,
			   RegAdd_WIDTH = 5  
    )
(
 input                                 CLK , RST ,
 input   [MIPS_SIZE - 1 : 0 ]          ReadData ,
 output  [MIPS_SIZE - 1 : 0 ]          WriteData ,
 output  [MIPS_SIZE - 1 : 0]           PC ,
 input   [MIPS_SIZE - 1 : 0]           instr ,
 output  [MIPS_SIZE - 1 : 0]           ALUResult ,
 output                                Zero_flag ,
 input                                 MemtoReg ,
 input                                 PCSrc ,
 input   [ALUControl_WIDTH - 1 : 0]    ALUControl ,
 input                                 ALUSrc ,
 input                                 RegDst ,
 input                                 RegWrite  ,
 input                                 Jump
);
wire  [RegAdd_WIDTH - 1 : 0]   A3_mux ;
wire  [MIPS_SIZE - 1 : 0]      WD3_Result ;
wire  [MIPS_SIZE - 1 : 0]      RD1_SrcA ;
wire  [MIPS_SIZE - 1 : 0]      SrcB_mux ;
wire  [MIPS_SIZE - 1 : 0]      Signlmm ; 
wire  [MIPS_SIZE - 1 : 0]      Signlmm_Shift ; 
wire  [MIPS_SIZE - 1 : 0]      PCPlus4 ;
wire  [MIPS_SIZE - 1 : 0]      PCBranch ;
wire  [MIPS_SIZE - 1 : 0]      Branch_mux ;
wire  [MIPS_SIZE - 1 : 0]      Shift_mux ;
wire  [MIPS_SIZE - 1 : 0]      PC_mux ;
Register_File RegFile (
.CLK(CLK) ,
.RST(RST) ,
.A1(instr[25:21]) ,
.A2(instr[20:16]) ,
.A3(A3_mux) ,
.WE3(RegWrite) ,
.WD3(WD3_Result) ,
.RD1(RD1_SrcA) ,
.RD2(WriteData)
);
MUX #(.MUX_SIZE(5)) MUX_A3 (
.IN_0(instr[20:16]) ,
.IN_1(instr[15:11]) ,
.SEL(RegDst) ,
.OUT(A3_mux)
);
MUX  MUX_Result (
.IN_0(ALUResult) ,
.IN_1(ReadData) ,
.SEL(MemtoReg) ,
.OUT(WD3_Result)
);
Sign_Extend Sign_Extend (
.IN(instr[15:0]) ,
.OUT(Signlmm) 
);
MUX  MUX_SrcB (
.IN_0(WriteData) ,
.IN_1(Signlmm) ,
.SEL(ALUSrc) ,
.OUT(SrcB_mux)
);
ALU ALU1 (
.SrcA(RD1_SrcA) ,
.SrcB(SrcB_mux) ,
.ALUControl(ALUControl) ,
.ALUResult(ALUResult) ,
.Zero_flag(Zero_flag)
);
Shift_left_twice SLT_Signlmm (
.Shift_IN(Signlmm) ,
.Shift_OUT(Signlmm_Shift)
);
Shift_left_twice SLT_PCJump (
.Shift_IN({6'd0 ,instr[25:0] }) ,
.Shift_OUT(Shift_mux)
);
Adder Adder_PCBranch(
.IN_1(Signlmm_Shift) ,
.IN_2(PCPlus4) ,
.OUT(PCBranch)
);
Adder Adder_PCPlus4(
.IN_1(PC) ,
.IN_2(32'd4) ,
.OUT(PCPlus4)
);
MUX MUX_Branch (
.IN_0(PCPlus4) ,
.IN_1(PCBranch) ,
.SEL(PCSrc) ,
.OUT(Branch_mux)
);
MUX MUX_PCJump (
.IN_0(Branch_mux) ,
.IN_1({PCPlus4[31:28],Shift_mux[27:0]}) ,
.SEL(Jump) ,
.OUT(PC_mux)
);
PC PC1 (
.CLK(CLK) ,
.RST(RST) ,
.PC_reg(PC_mux) ,
.PC(PC)
);
endmodule
module Instruction_Memory #(parameter InsMemory_WIDTH = 32 , InsMemory_DEPTH = 256 )
(
input      [InsMemory_WIDTH - 1 : 0]  PC ,
output reg [InsMemory_WIDTH - 1 : 0]  RD 
);
reg [InsMemory_WIDTH - 1 : 0] Ins_mem [0 : InsMemory_DEPTH - 1  ] ;
	initial
 begin
  Ins_mem [0] = 32'h00008020;       
  Ins_mem [1] = 32'h20100078;       
  Ins_mem [2] = 32'h00008820;       
  Ins_mem [3] = 32'h201100B4;       
  Ins_mem [4] = 32'h00009020;       
  Ins_mem [5] = 32'h12110006;       
  Ins_mem [6] = 32'h0211482A;       
  Ins_mem [7] = 32'h11200002;       
  Ins_mem [8] = 32'h02308822;       
  Ins_mem [9] = 32'h08000005;       
  Ins_mem [10] = 32'h02118022;      
  Ins_mem [11] = 32'h08000005;      
  Ins_mem [12] = 32'h00109020;      
  Ins_mem [13] = 32'hAC120000;      
  end
    always @(*) begin
        RD = Ins_mem [PC>>2];
    end
endmodule
module MIPS 
#( parameter    MIPS_SIZE = 32 , 
			    ALUControl_WIDTH = 3 	 
)            
(
input  wire                           CLK ,
input  wire                           RST ,
output wire [(MIPS_SIZE/2)-1:0]    test_value
);
 wire                                 Zero_flag ;
 wire                                 MemtoReg ;
 wire                                 PCSrc ;
 wire   [ALUControl_WIDTH - 1 : 0]    ALUControl ;
 wire                                 ALUSrc ;
 wire                                 RegDst ;
 wire                                 RegWrite  ;
 wire                                 Jump ;
 wire                                 MemWrite ;
 wire   [MIPS_SIZE - 1 : 0 ]          ReadData ;
 wire   [MIPS_SIZE - 1 : 0 ]          WriteData ;
 wire   [MIPS_SIZE - 1 : 0]           PC ;
 wire   [MIPS_SIZE - 1 : 0]           instr ;
 wire   [MIPS_SIZE - 1 : 0]           ALUOut ;
Data_Path DP (
.CLK(CLK) ,
.RST(RST) ,
.ReadData(ReadData) ,
.WriteData(WriteData) ,
.PC(PC) ,
.instr(instr) ,
.ALUResult(ALUOut) ,
.Zero_flag(Zero_flag) ,
.MemtoReg(MemtoReg) ,
.PCSrc(PCSrc) ,
.ALUControl(ALUControl) ,
.ALUSrc(ALUSrc) ,
.RegDst(RegDst) ,
.RegWrite(RegWrite) ,
.Jump(Jump) 
);
Control_Unit CU (
.OpCode(instr[31:26]) ,
.Funct(instr[5:0]) ,
.Zero_flag(Zero_flag) ,
.MemtoReg(MemtoReg) ,
.MemWrite(MemWrite) ,
.PCSrc(PCSrc) ,
.ALUControl(ALUControl) ,
.ALUSrc(ALUSrc) ,
.RegDst(RegDst) ,
.RegWrite(RegWrite)  ,
.Jump(Jump)
);
Instruction_Memory IM (
.PC(PC) ,
.RD(instr)
);
Data_Memory DM (
.CLK(CLK) ,
.RST(RST) ,
.WE(MemWrite) ,
.A(ALUOut) ,
.WD(WriteData) ,
.RD(ReadData) ,
.test_value(test_value)
);
endmodule
module MUX  #(parameter MUX_SIZE = 32)
(
 input   wire   [MUX_SIZE - 1 : 0]     IN_0,
 input   wire   [MUX_SIZE - 1 : 0]     IN_1,
 input   wire                          SEL,
 output  reg    [MUX_SIZE - 1 : 0]     OUT 
 );
  always @ (*)
    begin
     case(SEL)
	  1'b0 :  OUT = IN_0 ;       
	  1'b1 :  OUT = IN_1 ;     		
     endcase        	   
  end
endmodule
module PC #(parameter PC_WIDTH = 32)
(
input                          CLK ,RST,
input      [PC_WIDTH - 1 : 0]   PC_reg ,
output reg [PC_WIDTH - 1 : 0]   PC 
);
always @( posedge CLK or negedge RST )
begin
if (!RST)
  PC <= 32'b0 ;
else 
  PC <= PC_reg ;
end
endmodule
module Register_File #(parameter RegAdd_WIDTH = 5 , RegFile_WIDTH = 32 , RegFile_DEPTH = 32)
(
 input                                  CLK ,RST ,
 input                                  WE3 ,
 input      [RegAdd_WIDTH - 1 : 0]      A1 , A2 , A3 ,
 input      [RegFile_WIDTH - 1 : 0]     WD3 ,
 output reg [RegFile_WIDTH - 1 : 0]     RD1 ,RD2
);
reg [RegFile_WIDTH - 1 : 0] RegFile [RegFile_DEPTH - 1 : 0] ;
integer I ;
always @(posedge CLK or negedge RST)
begin
if(!RST)   
    begin
      for (I = 0 ; I < RegFile_DEPTH ; I = I +1)
        begin
          RegFile[I] <= {RegFile_WIDTH{1'b0}}; 
        end
     end
else if (WE3) 
   RegFile[A3] <= WD3 ;
end 
always @*
begin
   RD1 = RegFile[A1] ;
   RD2 = RegFile[A2] ;
end
endmodule
module Shift_left_twice #(parameter Shift_WIDTH = 32)
(
input   [Shift_WIDTH - 1 : 0]  Shift_IN ,
output  [Shift_WIDTH - 1 : 0]  Shift_OUT
);
assign Shift_OUT = Shift_IN << 2 ;
endmodule
module Sign_Extend #(parameter DATA_IN = 16 , DATA_OUT = 32 )
(
 input   [DATA_IN  - 1 : 0]  IN ,
 output  [DATA_OUT - 1 : 0]  OUT 
);
assign OUT = { {DATA_IN{IN[DATA_IN-1]} } , IN } ;  
endmodule
### ./run.sh
#!/bin/bash
# OpenROAD 26Q1-2900-gdf79404cd8, Yosys 0.63+post, stock flow scripts
make -C /OpenROAD-flow-scripts/flow DESIGN_CONFIG=/design/flow/config.mk WORK_HOME=/design/flow/orfs finish
### ./config.mk
export PLATFORM = sky130hd
export DESIGN_NAME = MIPS
export DESIGN_NICKNAME = MIPS
export VERILOG_FILES = /design/flow/design.v
export SDC_FILE = /design/flow/constraint.sdc
export NUM_CORES = 4
export LEC_CHECK = 1
export CORE_UTILIZATION = 30
export SYNTH_MEMORY_MAX_BITS = 65536
### ./constraint.sdc
current_design MIPS

set clk_period 34.2
set clk_io_pct 0.2

create_clock -name clk0 -period $clk_period [get_ports {CLK}]

set non_clock_inputs [all_inputs -no_clocks]
set_input_delay [expr $clk_period * $clk_io_pct] -clock clk0 $non_clock_inputs
set_output_delay [expr $clk_period * $clk_io_pct] -clock clk0 [all_outputs]
==> flow_summary_export.csv <==
group,metric,value,unit
detailed_routing,post-route-drc-count,0,
power,ir_drop,0.0000402,V
power,p_int,0.000485,W
floorplanning,die_w,237,um
place,gp_congestion,0.989,
clocking,post_cts_buffers,0,
timing,rsz0062_at_grt,"no",
logic_synthesis,synth_area_per_cell,7.94,um2
logic_synthesis,synthCells,2090,
floorplanning,die-area,56200,um2
logic_synthesis,topCellsByArea,"dfrtp_1 38%, nand2_1 6.8%, clkbuf_1 6.3%",
timing,finalHoldViolCount,0,
clocking,ctsResizeCount,0,
power,sequentialPowerShare,48.5,%
logic_synthesis,postSynthSeqShare,38.2,%
power,p_leak,8.05,nW
detailed_routing,drtAntennaViolNets,0,
logic_synthesis,most_common_cell,"nand2_1",
floorplanning,fp-utilization,30.6,%
timing,maxSlewViolCount,0,
floorplanning,ioPinCount,18,
layout,fin_util,32.9,%
clocking,root_buffer,"clkbuf_16",
logic_synthesis,synth.top_cell.area_share,38.2,%
clocking,cts_buffer_depth,3,
setup_path,r2r_end,"DP.PC1.PC[4]",
logic_synthesis,yosys_cells,2090,
place,port-buffer-count,17,
setup_path,slowest_stage,"or4b_2",
hold_path,hp-class,"reg2reg",
layout,area_delta_synth_final,7.47,%
run,cap_violations,0,
layout,largest_register_ffs,224,
detailed_routing,vias,14500,
hold_path,whs_path_depth,0,
logic_synthesis,synth_area,16600,um2
logic_synthesis,post-synth-top-area-cell,"dfrtp_1",
global_routing,grt_max_degree,89,
timing,max_freq,0.117,GHz
clocking,ctsHoldBuffers,0,
place,post-dp-hpwl,34600,um
run,tool_warnings,63,
floorplanning,die_h,237,um
setup_path,cpPeakStageDelay,0.68,ns
timing,setup_violations,0,
logic_synthesis,synth.distinct_cells,84,
clocking,cts_tree,"built",
setup_path,r2r-start,"DP.PC1.PC[2]",
floorplanning,core,54200,um2
setup_path,arrival,9.01,ns
logic_synthesis,ys_seq_elements,253,
global_routing,grt_pass1_wl,81400,um
power,swShare,21.5,%
timing,fin_skew,0.0177,ns
clocking,cts_sinks,253,
detailed_routing,wirelength,52000,um
logic_synthesis,async_flop_share,100,%
power,power.density,34.6,nW/um2
hold_path,whs_endpoint,"DP.RegFile.RegFile[25][21]",
logic_synthesis,yosys_warnings,10,
outcome,status,"complete, no violations",
power,pwr-share-comb,1.0,%
detailed_routing,first_pass_iters,7,
power,clockPowerShare,50.6,%
timing,worstMarginPinSlew,0.929,ns
logic_synthesis,yosys_area,16600,um2
timing,max_slew_margin,37.4,%
hold_path,hp-start,"DP.RegFile.RegFile[25][21]",
setup_path,r2r_slack,25.65,ns
timing,finalCritPeriodShare,25.0,%
setup_path,path_max_fanout,38,
global_routing,grtUsageTotal,18.9,%
floorplanning,rows,85,
clocking,htreeDepth,1,
logic_synthesis,edf_count,0,
setup_path,reg2regPathDepth,25,
timing,fin_setup_tns,0,ns
setup_path,required,34.65,ns
setup_path,start_kind,"flop",
global_routing,grt_pass1_vias,14100,
detailed_routing,routedWlPerCell,20.1,um
setup_path,cp-startpoint,"DP.PC1.PC[2]",
power,p_sw,0.000133,W
clocking,clk_latency,0.58,ns
clocking,cts_buffers,28,
logic_synthesis,synth_top_flop_cell,"dfrtp_1",
detailed_routing,drt_iter0_drc,1351,
global_routing,overflow,0,
clocking,path_clk_slew,0.06,ns
setup_path,critical_path_class,"reg2reg",
logic_synthesis,common_cells,"301 x nand2_1, 277 x clkbuf_1, 253 x dfrtp_1, 193 x o21ai_0, 156 x nor2_1",
detailed_routing,via_per_inst,5.62,
timing,period_needed,8.55,ns
setup_path,end_kind,"flop",
detailed_routing,diodes,0,
layout,drive_gt1_share,8.66,%
global_routing,antenna_found_initial,0,
power by group through the flow:
| stage | logic, W | registers [W] | clock network, W |
|---|---|---|---|
| 6_report | 0.00000603 | 0.000299 | 0.000312 |
| 5_1_grt | 0.00000725 | 0.000299 | 0.000330 |
| 4_1_cts | 0.00000645 | 0.000299 | 0.000319 |
placed cells by master (no fill, tap or decap), types with 13 or more instances in the layout:
master,n
a211oi_1,15
a21o_1,16
a21oi_1,114
a222oi_1,66
a31oi_1,16
and2_1,13
and3_1,14
buf_4,43
clkbuf_16,29
clkdlybuf4s50_1,16
dfrtp_1,253
ha_1,77
inv_1,94
mux2_2,22
mux2i_1,15
nand2_1,299
nand2b_1,16
nand3_1,78
nand4_1,14
nor2_1,154
nor3_1,16
o21a_1,16
o21ai_0,193
o21ai_1,34
o22ai_1,24
or2_2,16
xnor2_1,21
worst max-delay path: cells and delay by family (launching register included):
family | cells | cell delay [ns]
buffers and inverters | 3 | 0.84
DFF | 1 | 0.34
muxes | 1 | 0.19
and+or+nand+nor | 9 | 3.11
adders and majority gates | 2 | 0.88
AOI/OAI and AO/OA | 10 | 3.05
stage by stage:
step | area (um2) | hold WS, ns | instances | setup WS [ns] | power [W]
after floorplan | 16600 | 0.428 | 2090 | 26.88 | 0.000305
after global routing | 17800 | 0.386 | 2590 | 25.29 | 0.000636
after global placement | 16900 | 0.364 | 2538 | 25.43 | 0.000311
after detailed placement | 16900 | 0.365 | 2538 | 25.42 | 0.000311
after CTS | 17800 | 0.381 | 2590 | 25.75 | 0.000625
final | 17800 | 0.376 | 2590 | 25.65 | 0.000618
per-layer routing:
| layer | vias up | routed length (um) | global-route usage (%) | share of wire (%) |
|---|---|---|---|---|
| met1 | 6964 | 22700 | 27.1 | 44 |
| met2 | 623 | 23100 | 28.7 | 44 |
| met5 | - | 0 | 0 | 0 |
| met3 | 123 | 4250 | 4.26 | 8.2 |
| li1 | 6836 | - | - | - |
| met4 | 0 | 1880 | 6.45 | 3.6 |
worst max-delay path by stage:
stage / end / slack, ns
final: DP.PC1.PC[4] / 25.65
after global routing: DP.PC1.PC[4] / 25.29
after CTS: DP.PC1.PC[4] / 25.75
logic make-up (layout without fill, tap and decap cells):
logic type | count (synthesis) | count (layout) | synth area share, %
simple gates | 681 | 681 | 18.4
compound gates | 606 | 606 | 23.9
buf+inv | 410 | 214 | 9.71
flops | 253 | 253 | 38.2
fa+ha+maj | 80 | 80 | 6.17
mux | 37 | 37 | 2.40
xor+xnor | 23 | 23 | 1.21
area by class of cell:
| class | count | area, um2 |
|---|---|---|
| fillers | 5530 | 36400 |
| multi-input cells | 1427 | 8790 |
| flip-flops and latches | 253 | 6330 |
| well taps | 696 | 871 |
| clock buffers | 42 | 845 |
| repair buffers | 60 | 498 |
| inverters | 102 | 383 |
| clock inverters | 10 | 109 |
Power and IR drop assume default switching activity.
